$ cat flow/config.mk
export PLATFORM = sky130hd
export DESIGN_NAME = CharacterSegmentDriver
export DESIGN_NICKNAME = CharacterSegmentDriver
export VERILOG_FILES = /design/flow/design.v
export SDC_FILE = /design/flow/constraint.sdc
export NUM_CORES = 4
export LEC_CHECK = 1
export CORE_AREA = 10 10 78 78
export DIE_AREA = 0 0 88 88
$ cat flow/constraint.sdc
current_design CharacterSegmentDriver

set clk_period 1.5
set clk_io_pct 0.2

create_clock -name clk0 -period $clk_period [get_ports {i_Clk}]

set non_clock_inputs [all_inputs -no_clocks]
set_input_delay [expr $clk_period * $clk_io_pct] -clock clk0 $non_clock_inputs
set_output_delay [expr $clk_period * $clk_io_pct] -clock clk0 [all_outputs]
$ cat flow/design.v
module CharacterSegmentDriver
    (
        input i_Clk,
        input i_Switch,
        output reg [7:0] o_Character = 8'b00000000
    );
    reg r_lastSwitch = 1'b0;
    reg [3:0] r_charIndex = 4'b0000;
    always @ (posedge i_Clk)
        begin
            if (i_Switch == 1'b1 && r_lastSwitch == 1'b0)
                begin
                    r_lastSwitch <= i_Switch;
                    if (r_charIndex == 9)
                        begin
                            r_charIndex <= 0;
                        end
                    else 
                        begin
                            r_charIndex <= r_charIndex + 1;
                        end
                    case (r_charIndex)
                        0: o_Character <= "1";
                        1: o_Character <= "2";
                        2: o_Character <= "3";
                        3: o_Character <= "4";
                        4: o_Character <= "5";
                        5: o_Character <= "6";
                        6: o_Character <= "7";
                        7: o_Character <= "8";
                        8: o_Character <= "9";
                        9: o_Character <= "0";
                        default: o_Character <= "n";
                    endcase
                end
            else
                begin
                    r_lastSwitch <= i_Switch;
                end
        end
endmodule
$ cat flow/run.sh
#!/bin/bash
# OpenROAD 26Q1-2900-gdf79404cd8, Yosys 0.63+post, stock flow scripts
make -C /OpenROAD-flow-scripts/flow DESIGN_CONFIG=/design/flow/config.mk WORK_HOME=/design/flow/orfs finish
==> flow_summary_export.csv <==
group,metric,value,unit
final_layout,area_growth,32.84,%
drt,drtPass1Iterations,4,
clock_tree,cts_sinks,12,
synthesis,edf_count,11,
clock_tree,post_cts_resized,0,
floorplan,dieArea,7744,um^2
clock_tree,numCtsBuffers,3,
floorplan,pin_count,10,
global_route,grt_pass1_wl,1600,um
synthesis,yosys_area,590.6,um^2
placement,dp_cells,104,
global_route,busiest_layer,"met2",
drt,routedWlPerCell,7.981,um
synthesis,ys.flops,12,
global_route,grt_util_all_layers,2.536,%
synthesis,ys_seq_share,59.32,%
synthesis,netlist-cell-type-count,19,
power,p_leak,0.3113,nW
synthesis,area_leaders,"edfxtp_1, ha_1, and2_1, dfxtp_1, mux2i_1",
setup_path,criticalPathCategory,"reg2reg",
global_route,grt_use_met2,3.704,%
placement,io_buffers,8,
sta,rsz0062_at_grt,"no",
min_path,min_path_type,"in2reg",
floorplan,core,4414,um^2
global_route,grt_use_met3,1.590,%
power,power,0.7451,mW
synthesis,syn_inst,43,
sta,hold_violations,0,
synthesis,postSynthAreaPerCell,13.73,um^2
clock_tree,clockBufferDepth,2,
placement,globalplace.congestion,0.7724,
drt,vias,332,
setup_path,cp_common_cell,"ha_1",
global_route,antenna_found_initial,0,
global_route,grtUsageMet1,3.218,%
clock_tree,holdBufCountCts,0,
sta,layout_min_cycle_time,1.333,ns
floorplan,die.size.x,88,um
synthesis,yosysMostFrequentCell,"edfxtp_1",
job,cap_violations,0,
final_layout,seq_area,350.3,um^2
placement,pre_cts_ws,0.1015,ns
setup_path,endpoint_kind,"flop",
setup_path,slowest_stage,"edfxtp_1",
synthesis,syn_area,590.6,um^2
setup_path,arrival,1.32,ns
clock_tree,cts-root-buf,"clkbuf_8",
status,status,"complete, no violations",
job,warnings,28,
sta,setup_viol,0,
final_layout,drive_above_1_share,14.29,%
clock_tree,post_cts_buffers,0,
final_layout,nFillCells,454,
final_layout,final_cells,108,
drt,drt-initial-drc-count,48,
global_route,first_global_vias,350,
placement,dp_hpwl,680.5,um
clock_tree,path_clk_slew,0.05,ns
synthesis,ys_top_cells_by_count,"edfxtp_1, ha_1, inv_1",
floorplan,num_rows,24,
setup_path,required,1.49,ns
setup_path,cp-start-kind,"flop",
synthesis,ys_warn_count,1,
setup_path,crit_chain,"ha_1, ha_1, and2_1",
power,cellPowerDensity,949.7,nW/um^2
drt,antenna_cells,0,
floorplan,die-height,88,um
clock_tree,cts-htree-levels,1,
final_layout,finish.utilization,17.77,%
synthesis,ff_type,"edfxtp_1",
drt,routed_wl,862,um
global_route,grt_start_max_net_pins,12,
global_route,grt_overflow,0,
sta,setup_tns,0,ns
synthesis,ys_cells,43,
drt,drc,0,
setup_path,path_delay_family,"adder cells",
clock_tree,cts_tree,"yes",
sta,fin_ws,0.1671,ns
setup_path,crit_path_max_incr_delay,0.44,ns
sta,drv_slew,0,
setup_path,critPathBufInv,0,
final_layout,comb_area,202.7,um^2
synthesis,netlist.area_leader.share,55.93,%
setup_path,critPathMaxFanout,4,
floorplan,core_util_floorplan,13.38,%
synthesis,yosys.area.top_type,"edfxtp_1",
synthesis,async_reset_ff_share,0,%
sta,skew,0.001132,ns
drt,viasPerCell,3.074,
power,ir_drop,482.8,uV
sta,fmax,750.2,MHz
sta,period_used_share,88.86,%
clock_tree,clk_latency,0.23,ns
drt,antenna_left,0,
-- metal layers --
| layer | up-vias | wire (um) |
|---|---|---|
| li1 | 170 | - |
| met1 | 149 | 410 |
| met5 | - | 0 |
| met4 | 0 | 6 |
| met2 | 11 | 326 |
| met3 | 2 | 118 |
-- per-stage QoR --
step           hold WS [ns]  cell area (um^2)
2_1_floorplan        0.3277             590.6
3_3_place_gp         0.6324             739.5
3_5_place_dp         0.6377             739.5
4_1_cts              0.5347             784.5
5_1_grt              0.5533             784.5
6_report             0.5350             784.5
-- logic make-up after synthesis --
logic type	after synthesis	share of synthesized area, %
compound gates	5	6.145
fa+ha+maj	5	10.59
buf+inv	7	6.357
flops	12	59.32
mux	2	3.390
other cells	2	1.272
simple gates	10	12.92
-- placed cells by master, fill, tap and decap left out --
master,instances
nand3b_4,1
mux2i_1,2
nand2_1,1
clkinv_1,1
buf_4,3
o221ai_1,1
clkbuf_8,3
clkdlybuf4s50_1,8
o21ai_2,1
o22ai_1,1
dfxtp_1,1
o21a_1,1
nor2b_1,2
o21ai_0,1
edfxtp_1,11
ha_1,5
inv_1,5
and2_1,4
nand2b_1,1
nand4b_1,1
conb_1,2
-- where the power goes --
part | switching (mW) | total [mW] | internal [mW]
clock network | 0.102 | 0.281 | 0.179
registers | 0.0123 | 0.399 | 0.387
logic | 0.0257 | 0.0652 | 0.0395
-- state kept, by name, summed over array words and instances, names as in the netlist --
signal / count
o_Character: 7
r_lastSwitch: 1
r_charIndex: 4
-- path summary, 6_finish.rpt --
kind	start	endpoint	slack, ns	cells past startpoint
min	i_Switch	r_lastSwitch	0.54	1
max	r_charIndex[1]	r_charIndex[2]	0.17	3
max reg2reg	r_charIndex[1]	r_charIndex[2]	0.17	3
min reg2reg	r_charIndex[1]	o_Character[6]	0.64	2
-- final cells by class --
class	count	share of cell area (%)
inverter	5	2.392
multi-input combinational	24	25.84
clock inverter	1	0.4785
timing repair buffer	11	13.08
clock buffer	3	5.263
tap	52	8.293
sequential	12	44.66
Power figures rest on the tool's default switching activity, not on a simulated workload.
